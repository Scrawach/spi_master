===== design.v =====
module baud_rate_gen
(
 input       rst_n,    
 input       clk,      
 input       en,       
 input [1:0] mode,     
 input [2:0] sel,      
 input       sclk_en,  
 output      strobe,   
 output      rise,     
 output      fall,     
 output      sclk      
 );
  wire       cpol;     
  wire       cpha;     
  wire       ref_clk;  
  reg [5:0] cnt, cnt_nxt;  
  reg [5:0] sel_cnt;       
  reg       clk_en;        
  reg       ref_cpha_0;    
  reg       ref_cpha_1;    
  assign cpol = mode[1];
  assign cpha = mode[0];
  always @ ( posedge clk or negedge rst_n ) begin
    if ( rst_n == 1'b0 ) begin
      cnt <= 6'h0;
    end else begin
      cnt <= cnt_nxt;
    end
  end  
  always @ ( * ) begin
    if ( clk_en      ) begin
      cnt_nxt = 6'h0;
    end else if ( en ) begin
      cnt_nxt = cnt + 3'b1;
    end else begin
      cnt_nxt = 6'h0;
    end
  end  
  always @ ( * ) begin
    case ( sel )
      3'b000  : sel_cnt = 6'd1; 
      3'b001  : sel_cnt = 6'd8; 
      3'b010  : sel_cnt = 6'd16;
      3'b011  : sel_cnt = 6'd24;
      3'b100  : sel_cnt = 6'd32;
      3'b101  : sel_cnt = 6'd40;
      3'b110  : sel_cnt = 6'd48;
      3'b111  : sel_cnt = 6'd63;
      default : sel_cnt = 6'd0;
    endcase  
  end  
  always @ ( posedge clk or negedge rst_n ) begin
    if ( rst_n == 1'b0 ) begin
      clk_en <= 1'b0;
    end else begin
      clk_en <= (cnt == sel_cnt);
    end
  end  
  assign strobe = clk_en;
  always @ ( posedge clk or negedge rst_n ) begin
    if ( rst_n == 1'b0 ) begin
      ref_cpha_0 <= 1'b0;
    end else if ( sclk_en && strobe ) begin
      ref_cpha_0 <= !ref_cpha_0;
    end
  end  
  always @ ( posedge clk or negedge rst_n ) begin
    if ( rst_n == 1'b0 ) begin
      ref_cpha_1 <= 1'b0;
    end else if ( strobe ) begin
      ref_cpha_1 <= ref_cpha_0;
    end
  end  
  assign ref_clk = cpha ? ref_cpha_1 : ref_cpha_0;
  assign sclk    = cpol ? ref_clk : !ref_clk;
  assign fall    =  ref_cpha_0 && strobe;
  assign rise    = !ref_cpha_0 && strobe;
endmodule  
module spi_transceiver
#(parameter WIDTH = 8)
(
 input                rst_n,         
 input                clk,           
 input  [WIDTH - 1:0] tx_data,       
 output [WIDTH - 1:0] rx_data,       
 input                wr_en,         
 input                read,          
 input  [        1:0] mode,          
 input  [        2:0] baud_sel,      
 output               tx_not_empty,  
 output               rx_not_empty,  
 output               request,       
 input                spi_data_in,   
 output               spi_clk,       
 output               spi_data_out,  
 output               cs_n           
 );
  localparam         
    IDLE = 4'b0001,  
    LOAD = 4'b0010,  
    WORK = 4'b0100,  
    SAVE = 4'b1000;  
  localparam
    BIT_CNT_WIDTH = $clog2(WIDTH);  
  wire                rise_sclk;   
  wire                fall_sclk;   
  wire                trans_done;  
  wire                strobe;      
  wire                spi_en;      
  reg [                3:0] state, state_nxt;          
  reg [        WIDTH - 1:0] tx_buf;                    
  reg [        WIDTH - 1:0] rx_buf;                    
  reg [        WIDTH - 1:0] trans_buf, trans_buf_nxt;  
  reg [BIT_CNT_WIDTH - 1:0] bit_cnt, bit_cnt_nxt;      
  reg                       busy, busy_nxt;            
  reg                       txne, txne_nxt;            
  reg                       rxne, rxne_nxt;            
  reg                       done, done_nxt;            
  baud_rate_gen brg_inst 
    ( .rst_n   ( rst_n     ),
      .clk     ( clk       ),
      .en      ( busy      ),
      .mode    ( mode      ),
      .sel     ( baud_sel  ),
      .sclk_en ( spi_en    ),
      .strobe  ( strobe    ),
      .rise    ( rise_sclk ),
      .fall    ( fall_sclk ),
      .sclk    ( spi_clk   ));
  assign spi_en = ( state != IDLE );
  always @ ( posedge clk or negedge rst_n ) begin
    if ( rst_n == 1'b0  ) begin
      tx_buf <= { (WIDTH){1'b0} };
    end else if ( wr_en ) begin
      tx_buf <= tx_data;
    end
  end
  always @ ( posedge clk or negedge rst_n ) begin
    if ( rst_n == 1'b0 ) begin
      rx_buf <= 1'b0;
    end else if ( trans_done ) begin
      rx_buf <= { trans_buf[WIDTH - 2:0], spi_data_in };
    end
  end
  assign rx_data = rx_buf;
  always @ ( * ) begin
    case ( state )
      IDLE    : trans_buf_nxt = strobe    ?                       { (WIDTH){1'b0} } : trans_buf;
      LOAD    : trans_buf_nxt = rise_sclk ?                                  tx_buf : trans_buf;
      default : trans_buf_nxt = rise_sclk ? { trans_buf[WIDTH - 2:0], spi_data_in } : trans_buf;
    endcase  
  end  
  assign spi_data_out = trans_buf[WIDTH - 1];
  always @ ( * ) begin
    case ( state )
      LOAD    : txne_nxt = rise_sclk ? 1'b0 : txne;
      default : txne_nxt = wr_en     ? 1'b1 : txne;
    endcase  
  end  
  always @ ( * ) begin
    case ( state )
      SAVE    : rxne_nxt = 1'b1;
      default : rxne_nxt = read ? 1'b0 : rxne;
    endcase  
  end  
  assign tx_not_empty = txne;
  assign rx_not_empty = rxne;
  always @ ( * ) begin
    case ( state )
      IDLE    : busy_nxt = rise_sclk ? 1'b0 : busy;
      LOAD    : busy_nxt = 1'b1;
      default : busy_nxt = busy;
    endcase  
  end  
  assign cs_n = !busy;
  always @ ( * ) begin
    case ( state )
      IDLE    : done_nxt = rise_sclk ? busy : 1'b0;
      default : done_nxt = 1'b0;
    endcase  
  end  
  assign request = done;
  always @ ( * ) begin
    case ( state )
      WORK    : bit_cnt_nxt = fall_sclk ? bit_cnt + { {(BIT_CNT_WIDTH){1'b0}}, 1'b1 } : bit_cnt;
      default : bit_cnt_nxt = { (BIT_CNT_WIDTH){1'b0} };
    endcase  
  end  
  assign trans_done = fall_sclk && ( bit_cnt == 3'h7 );
  always @ ( posedge clk or negedge rst_n ) begin
    if ( rst_n == 1'b0 ) begin
      state     <= IDLE;
      bit_cnt   <= { (BIT_CNT_WIDTH){1'b0} };
      trans_buf <= { (WIDTH){1'b0}};
      txne      <= 1'b0;
      rxne      <= 1'b0;
      busy      <= 1'b0;
      done      <= 1'b0;
    end else begin
      state     <= state_nxt;
      bit_cnt   <= bit_cnt_nxt;
      trans_buf <= trans_buf_nxt;
      txne      <= txne_nxt;
      rxne      <= rxne_nxt;
      busy      <= busy_nxt;
      done      <= done_nxt;
    end
  end  
  always @ ( * ) begin
    case ( state )
      IDLE    : state_nxt = wr_en      ? LOAD : IDLE;
      LOAD    : state_nxt = rise_sclk  ? WORK : LOAD;
      WORK    : state_nxt = trans_done ? SAVE : WORK;
      SAVE    : state_nxt = txne       ? LOAD : IDLE;
      default : state_nxt = IDLE;
    endcase  
  end  
endmodule  

===== run.sh =====
#!/bin/bash
# OpenROAD 26Q1-2900-gdf79404cd8, Yosys 0.63+post, stock flow scripts
make -C /OpenROAD-flow-scripts/flow DESIGN_CONFIG=/design/flow/config.mk WORK_HOME=/design/flow/orfs finish

===== config.mk =====
export PLATFORM = sky130hd
export DESIGN_NAME = spi_transceiver
export DESIGN_NICKNAME = spi_transceiver
export VERILOG_FILES = /design/flow/design.v
export SDC_FILE = /design/flow/constraint.sdc
export NUM_CORES = 4
export LEC_CHECK = 1
export CORE_UTILIZATION = 50

===== constraint.sdc =====
current_design spi_transceiver

set clk_period 2.1
set clk_io_pct 0.2

create_clock -name clk0 -period $clk_period [get_ports {clk}]

set non_clock_inputs [all_inputs -no_clocks]
set_input_delay [expr $clk_period * $clk_io_pct] -clock clk0 $non_clock_inputs
set_output_delay [expr $clk_period * $clk_io_pct] -clock clk0 [all_outputs]

==> impl_report.txt <==
PHYSICAL IMPLEMENTATION REPORT
----------------------------------------------------
[Placement]
  Half-perimeter wire length after placement ........................ 2240 um
  Port Buffers ........................ 31
  Placer congestion estimate ........................ 0.770
  Setup slack at placement ........................ -0.0730 ns
  Total placed instance area ........................ 2280 um2

[Critical path]
  Critical Path AT ........................ 1.46 ns
  Crit Path Category ........................ primary input to primary output
  Sum of buffers and inverters on the critical path ........................ 2
  Critical Path Sink Type ........................ primary output
  Critical Path, Cell by Cell ........................ clkdlybuf4s50_1 -> mux2i_1 -> xor2_1 -> dlygate4sd2_1
  CP Max Fanout ........................ 1
  Critical-path cell with the highest stage delay ........................ sky130_fd_sc_hd__clkdlybuf4s50_1
  Category of cells accounting for the largest share of critical-path delay ........................ buffers and inverters
  Crit start category ........................ primary input
  Critical path required time ........................ 1.68 ns
  Stage delay of the slowest cell on the critical path ........................ 0.47 ns

[Yosys]
  Share of the synthesized area in the top cell type ........................ 56.4%
  Most area-consuming cells after synthesis ........................ sky130_fd_sc_hd__dfrtp_1 56%, sky130_fd_sc_hd__mux2_2 14%, sky130_fd_sc_hd__a22o_1 4.1%
  Area figure in the yosys stat output ........................ 1910 um2
  Synthesized area ........................ 1910 um2
  Total number of yosys warnings ........................ 2
  Syn Inst Count ........................ 150
  Number of cells in the yosys synthesis report ........................ 150
  Portion of the post-synthesis area used by sequential elements ........................ 57.8%
  Top cell type by total area after synthesis ........................ sky130_fd_sc_hd__dfrtp_1
  FF+latch count, synth ........................ 44
  Mean area per synthesized cell ........................ 12.7 um2
  Synth cell types ........................ 29

[STA]
  Post-route clock skew ........................ 0.00615 ns
  Pin slew with the least headroom to its limit ........................ 0.599 ns
  Max-slew violation count ........................ 0
  Highest clock frequency the design can meet ........................ 532 MHz
  Hold violation total from the final report ........................ 0
  Unrepaired setup endpoints after global routing ........................ false
  Final period util ........................ 89.5%
  Final setup violating endpoints ........................ 0
  Clock period minus worst slack ........................ 1.88 ns
  Slack of the critical path ........................ 0.220 ns
  Max transition margin ........................ 59.9%

[Detailed routing]
  First-pass iteration count of the detailed router ........................ 5
  DRC violation total after the first TritonRoute iteration ........................ 25
  DR DRC count ........................ 0
  Remaining antenna violation count after routing ........................ 0
  Detailed-route via count ........................ 1,227
  Detailed-route wire length ........................ 3250 um
  Number of diodes ........................ 0
  Routed length per placed instance ........................ 13.7 um
  Vias/cell ........................ 5.18

[Clocking]
  H-tree levels ........................ 2
  Sink Count ........................ 44
  Cts-stage hold buffer count ........................ 0
  Clock Pin Slew Worst Setup and Hold Paths ........................ 0.08 ns
  Worst-case clock buffer depth ........................ 2
  Total setup buffers inserted after CTS ........................ 0
  Root buf cell ........................ sky130_fd_sc_hd__clkbuf_8
  CTS tree ........................ built
  Number of clock buffers inserted by TritonCTS ........................ 5
  Clk Latency, worst-skew pair ........................ 0.30 ns

[Power]
  VDD IR max ........................ 0.638 mV
  Static Leakage ........................ 0.00106 uW
  Pwr per Cell Area ........................ 1000 nW/um2

[Global routing]
  Number of antenna violations at the first check in global routing ........................ 0
  Via count of the first global-routing pass ........................ 1,222
  Total routing usage reported by global routing ........................ 19.0%
  Total overflow reported by the global router ........................ 0
  Maximum number of pins on one net before global-route repair ........................ 25
  Global-route wire length before repair ........................ 5710 um

[Die]
  Placeable Area ........................ 3660 um2
  Die extent in y ........................ 63.8 um
  I/O pins ........................ 32
  Horizontal die size ........................ 63.8 um
  Chip Area ........................ 4070 um2
  Floorplan core density ........................ 52.1%
  # rows ........................ 22

[Final layout]
  Fraction of final layout cells with drive strength greater than 1 ........................ 21.2%
  Final instance area ........................ 2370 um2
  Relative area change from synthesis to final layout ........................ 24.3%
  Combined flip-flop and latch cell area ........................ 1100 um2
  Area taken by multi-input logic gates ........................ 756 um2
  Filler cell count in the final layout ........................ 289

[Flow run]
  Number of warnings in the stage logs ........................ 26
  Max-capacitance violation count ........................ 0

[Outcome]
  Result of the run ........................ complete, no violations

[Hold path]
  Worst hold path class ........................ primary input to async pin

----------------------------------------------------
[per-layer routing]
metal	vias up	track usage, %	wire length, um
met2	27	25.5	1350
met4	0	2.27	49
met1	592	34.3	1700
met3	6	4.53	152
met5	-	0	0
li1	602	-	-
[registers in the layout, summed over array words and instances, names as in the netlist]
name,cells
done,1
brg_inst.cnt,6
trans_buf,8
bit_cnt,3
tx_buf,8
brg_inst.ref_cpha_0,1
txne,1
busy,1
brg_inst.ref_cpha_1,1
rxne,1
brg_inst.clk_en,1
rx_buf,8
state,4
[synthesized netlist by cell type]
cell and n:
sky130_fd_sc_hd__dfrtp_1 43, sky130_fd_sc_hd__mux2_2 24, sky130_fd_sc_hd__nor2_1 11, sky130_fd_sc_hd__a22o_1 9, sky130_fd_sc_hd__inv_1 8, sky130_fd_sc_hd__nand2_1 6, sky130_fd_sc_hd__o21ai_0 6, sky130_fd_sc_hd__nand3_1 5
sky130_fd_sc_hd__xnor2_1 5, sky130_fd_sc_hd__buf_2 4, sky130_fd_sc_hd__xor2_1 4, sky130_fd_sc_hd__a21oi_1 3, sky130_fd_sc_hd__ha_1 3, sky130_fd_sc_hd__mux2i_1 2, sky130_fd_sc_hd__nand2b_1 2, sky130_fd_sc_hd__or3_1 2
sky130_fd_sc_hd__a211oi_1 1, sky130_fd_sc_hd__a21boi_4 1, sky130_fd_sc_hd__a222oi_1 1, sky130_fd_sc_hd__a2bb2oi_1 1, sky130_fd_sc_hd__and2_1 1, sky130_fd_sc_hd__and3_4 1, sky130_fd_sc_hd__dfstp_2 1, sky130_fd_sc_hd__nand2b_4 1
sky130_fd_sc_hd__nand3_2 1, sky130_fd_sc_hd__nor2b_1 1, sky130_fd_sc_hd__nor3_1 1, sky130_fd_sc_hd__o22ai_1 1, sky130_fd_sc_hd__o31ai_1 1
[path summary, 6_finish.rpt]
path / slack, ns / end / cells after the start / startpoint
setup / recovery: 0.22 / spi_clk / 4 / mode[0]
hold / removal: 0.09 / brg_inst.ref_cpha_1 / 1 / rst_n
setup reg to reg: 0.59 / rx_buf[2] / 4 / bit_cnt[0]
hold reg to reg: 0.51 / rx_buf[7] / 1 / rx_buf[7]
max in group asynchronous: 1.44 / brg_inst.clk_en / 2 / rst_n
min in group clk0: 0.51 / rx_buf[7] / 1 / rx_buf[7]
[through the flow]
stage | util, % | power [uW] | setup TNS [ns] | cells | hold WS [ns]
5_1_grt | 64.8 | 2540 | 0 | 237 | 0.122
2_1_floorplan | - | 1640 | 0 | 150 | 0.124
4_1_cts | 64.8 | 2400 | 0 | 237 | 0.108
6_report | 64.8 | 2380 | 0 | 237 | 0.0851
3_3_place_gp | 62.4 | 1840 | -0.0392 | 229 | 0.420
3_5_place_dp | 62.4 | 1870 | -0.0730 | 229 | 0.437
[placed cells by master (no fill, tap or decap), types with 2 or more instances in the layout]
cell type and instances:
sky130_fd_sc_hd__a21oi_1 3, sky130_fd_sc_hd__nor2_1 11, sky130_fd_sc_hd__dfrtp_1 43, sky130_fd_sc_hd__nand3_1 5, sky130_fd_sc_hd__buf_4 4, sky130_fd_sc_hd__xor2_1 4
sky130_fd_sc_hd__mux2i_1 2, sky130_fd_sc_hd__a22o_1 9, sky130_fd_sc_hd__inv_1 8, sky130_fd_sc_hd__clkbuf_8 6, sky130_fd_sc_hd__or3_1 2, sky130_fd_sc_hd__nand2b_1 2
sky130_fd_sc_hd__nand2_1 6, sky130_fd_sc_hd__clkbuf_1 2, sky130_fd_sc_hd__o21ai_0 6, sky130_fd_sc_hd__ha_1 3, sky130_fd_sc_hd__xnor2_1 5, sky130_fd_sc_hd__clkdlybuf4s50_1 29
sky130_fd_sc_hd__mux2_2 24
[power breakdown]
part	switching, uW	internal, uW	total (uW)
logic	281	367	648
registers	161	1030	1200
clock network	266	268	535
[worst reg2reg max path, cell delays in order (launching register included)]
cell and delay (ns):
sky130_fd_sc_hd__dfrtp_1 0.40, sky130_fd_sc_hd__ha_1 0.21, sky130_fd_sc_hd__ha_1 0.18, sky130_fd_sc_hd__nand3_2 0.24, sky130_fd_sc_hd__mux2_2 0.38
[cell families (layout without fill, tap and decap cells)]
logic type,count (synthesis),after routing,share of synthesized area (%)
flops,44,44,57.8
mux,26,26,15.2
xor+xnor,9,9,4.13
buf+inv,12,51,2.62
simple gates,32,32,8.72
fa+ha+maj,3,3,1.97
compound gates,24,24,9.57
[cell type report]
type | count | area share, %
inverter | 8 | 1.27
timing repair buffer | 35 | 14.1
multi-input combinational | 94 | 31.9
clock buffer | 8 | 3.80
tap | 48 | 2.53
sequential | 44 | 46.5
[what timing repair did]
item                                    in CTS  in global routing
gates resized                                1                  0
endpoints found under the hold margin        0                  0
endpoints found under the setup margin       1                  0
No activity file was given, so power comes from the tool's default toggle rates.
